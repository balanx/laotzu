===== flow/run.sh =====
#!/bin/bash
# OpenROAD 26Q1-2900-gdf79404cd8, Yosys 0.63+post, stock flow scripts
make -C /OpenROAD-flow-scripts/flow DESIGN_CONFIG=/design/flow/config.mk WORK_HOME=/design/flow/orfs finish

===== flow/config.mk =====
export PLATFORM = sky130hd
export DESIGN_NAME = stream_asyn_fifo_controller
export DESIGN_NICKNAME = stream_asyn_fifo_controller
export VERILOG_FILES = /design/flow/design.v
export SDC_FILE = /design/flow/constraint.sdc
export NUM_CORES = 4
export LEC_CHECK = 1
export CORE_UTILIZATION = 40

===== flow/constraint.sdc =====
current_design stream_asyn_fifo_controller

set clk_period 4.4
set clk_io_pct 0.2

create_clock -name clk0 -period $clk_period [get_ports {r_clk}]
create_clock -name clk1 -period $clk_period [get_ports {w_clk}]

set non_clock_inputs [all_inputs -no_clocks]
set_input_delay [expr $clk_period * $clk_io_pct] -clock clk0 $non_clock_inputs
set_output_delay [expr $clk_period * $clk_io_pct] -clock clk0 [all_outputs]

===== flow/design.v =====
module LTZ_CDCB #(
    parameter                WIDTH   = 1,
    parameter  [WIDTH -1:0]  INITVAL = {WIDTH{1'b0}}
) (
    input                    rst_n ,
    input                    clk   ,
    input      [WIDTH -1:0]  din   ,
    output reg [WIDTH -1:0]  dout
);
reg  [WIDTH -1:0]  buff;
always @(posedge clk or negedge rst_n)
  if (!rst_n)
    {dout, buff} <= {INITVAL, INITVAL};
  else
    {dout, buff} <= {buff, din};
endmodule
module LTZ_CDCF #(
    parameter                WIDTH   = 1,
    parameter  [WIDTH -1:0]  INITVAL = {WIDTH{1'b0}}
) (
    input                    rst_n ,
    input                    clk   ,
    input      [WIDTH -1:0]  din   ,
    output reg [WIDTH -1:0]  dout
);
reg  [WIDTH -1:0]  buff ;
reg         [1:0]  state;
always @(posedge clk or negedge rst_n)
if (!rst_n)
    buff <= INITVAL;
else
    buff <= din;
always @(posedge clk or negedge rst_n)
if (!rst_n)
    dout <= INITVAL;
else if (state == 2'd3)
    dout <= buff;
wire  neq = (buff != dout);
wire   eq = (buff == din );
always @(posedge clk or negedge rst_n)
if (!rst_n)
    state <= 2'b0;
else begin
    case (state)
        2'd0 : if (neq) state <= 2'd1;
        2'd1 : if ( eq) state <= 2'd2;
        2'd2 : if ( eq) state <= 2'd3; else state <= 2'd1;
        2'd3 : state <= 2'd0;
    endcase
end
endmodule
module stream_asyn_fifo_controller #(
    parameter               FWFTEN     = 1,   
    parameter               ADDRWIDTH  = 6,
    parameter [ADDRWIDTH:0] FIFODEPTH  = 44,  
    parameter [ADDRWIDTH:0] HEADSIZE   = 0
) (
    input                        w_rst_n     ,
    input                        w_clk       ,
    input   [2:0]                w_ctrl      ,  
    output                       w_full      ,
    output                       w_error     ,
    output  [ADDRWIDTH:0]        w_counter   ,
    input                        r_rst_n     ,
    input                        r_clk       ,
    input                        r_en        ,
    output                       r_valid     ,
    output                       r_error     ,
    output  [ADDRWIDTH:0]        r_counter   ,
    output  [ADDRWIDTH-1:0]      w_ram_addr  ,
    output                       w_ram_en    ,
    output  [ADDRWIDTH-1:0]      r_ram_addr  ,
    output                       r_ram_en
);
localparam [ADDRWIDTH:0] MINBIN2   = (1'b1<<ADDRWIDTH) - FIFODEPTH;
localparam [ADDRWIDTH:0] MINGRAY2  = (MINBIN2>>1) ^ MINBIN2;
localparam [ADDRWIDTH:0] MAXBIN2   = (1'b1<<ADDRWIDTH) + FIFODEPTH - 1'b1;
wire [ADDRWIDTH:0]    w2r_ptr ;
wire [ADDRWIDTH:0]    r2w_ptr ;
wire [ADDRWIDTH:0]    rptr    ;
wire [ADDRWIDTH:0]    wptr    ;
stream_asyn_fifo_write  #(
    .ADDRWIDTH  ( ADDRWIDTH  ),
    .FIFODEPTH  ( FIFODEPTH  ),
    .HEADSIZE   ( HEADSIZE   ),
    .MINBIN2    ( MINBIN2    ),
    .MAXBIN2    ( MAXBIN2    )
) write_inst (
    .w_clk      ( w_clk       ),
    .w_rst_n    ( w_rst_n     ),
    .w_ctrl     ( w_ctrl      ),
    .r2w_ptr    ( r2w_ptr     ),
    .wbin       ( w_ram_addr  ),
    .wptr       ( wptr        ),
    .inc        ( w_ram_en    ),
    .w_full     ( w_full      ),
    .w_error    ( w_error     ),
    .w_counter  ( w_counter   )
);
LTZ_CDCF  #(
    .WIDTH      ( ADDRWIDTH + 1 ),
    .INITVAL    ( MINBIN2       )
) w2r_inst (
    .rst_n      ( r_rst_n  ),  
    .clk        ( r_clk    ),  
    .din        ( wptr     ),  
    .dout       ( w2r_ptr  )   
);  
stream_asyn_fifo_read  #(
    .FWFTEN     ( FWFTEN    ),
    .ADDRWIDTH  ( ADDRWIDTH ),
    .FIFODEPTH  ( FIFODEPTH ),
    .MINBIN2    ( MINBIN2   ),
    .MAXBIN2    ( MAXBIN2   )
) read_inst (
    .r_clk      ( r_clk       ),
    .r_rst_n    ( r_rst_n     ),
    .r_en       ( r_en        ),
    .w2r_ptr    ( w2r_ptr     ),
    .rbin       ( r_ram_addr  ),
    .rptr       ( rptr        ),
    .inc        ( r_ram_en    ),
    .r_valid    ( r_valid     ),
    .r_error    ( r_error     ),
    .r_counter  ( r_counter   )
);
LTZ_CDCB  #(
    .WIDTH      ( ADDRWIDTH + 1 ),
    .INITVAL    ( MINGRAY2      )
) r2w_inst (
    .rst_n      ( w_rst_n  ),  
    .clk        ( w_clk    ),  
    .din        ( rptr     ),  
    .dout       ( r2w_ptr  )   
);  
endmodule
module stream_asyn_fifo_read #(
    parameter                  FWFTEN    = 1,   
    parameter                  ADDRWIDTH = 6,
    parameter   [ADDRWIDTH:0]  FIFODEPTH = 44,
    parameter   [ADDRWIDTH:0]  MINBIN2   = 0,
    parameter   [ADDRWIDTH:0]  MAXBIN2   = 7
) (
    input  wire                    r_clk    ,
    input  wire                    r_rst_n  ,
    input  wire                    r_en     ,
    input  wire [ADDRWIDTH:0]      w2r_ptr  ,
    output reg  [ADDRWIDTH-1:0]    rbin     ,
    output reg  [ADDRWIDTH:0]      rptr     ,
    output                         inc      ,
    output reg                     r_valid  ,
    output reg  [ADDRWIDTH:0]      r_counter,
    output reg                     r_error
);
wire    zero = (r_counter == {(ADDRWIDTH+1){1'b0}} );
wire    fwft = FWFTEN ? (!r_valid && !zero) : 1'b0;
assign  inc  = (r_en && !zero) || fwft;
reg  [ADDRWIDTH:0]  rbin2;
wire [ADDRWIDTH:0]  rbnext  = (rbin2>=MINBIN2 && rbin2<MAXBIN2) ?
                              (rbin2 + 1'b1) : MINBIN2;
always @(posedge r_clk or negedge r_rst_n)
    if (!r_rst_n)
        rbin2 <= MINBIN2;
    else if (inc)
        rbin2 <= rbnext;
always @(posedge r_clk or negedge r_rst_n)
    if (!r_rst_n)
        rbin <= {ADDRWIDTH{1'b0}};
    else if (inc)
        rbin <= rbnext[ADDRWIDTH] ? rbnext[ADDRWIDTH-1:0] :
                    (rbnext[ADDRWIDTH-1:0] - MINBIN2[ADDRWIDTH-1:0]);
wire [ADDRWIDTH:0]  rptr_gray = {1'b0,rbnext[ADDRWIDTH:1]} ^ rbnext;
always @(posedge r_clk or negedge r_rst_n)
    if (!r_rst_n)
        rptr <= (MINBIN2>>1) ^ MINBIN2;
    else if (inc)
        rptr <= rptr_gray;
wire [ADDRWIDTH:0]  w2r_bin = w2r_ptr;
wire [ADDRWIDTH:0] distance = ( (w2r_bin >= rbin2) ?
                                (w2r_bin  - rbin2) :
                                (w2r_bin  - rbin2 - (MINBIN2<<1) )
                              ) - inc;
always @(posedge r_clk or negedge r_rst_n)
    if (!r_rst_n)
        r_counter <= {(ADDRWIDTH+1){1'b0}};
    else
        r_counter <= distance;
always @(posedge r_clk or negedge r_rst_n)
    if (!r_rst_n)
        r_valid <= 1'b0;
    else if (r_en || fwft)
        r_valid <= !zero;
always @(posedge r_clk or negedge r_rst_n)
    if (!r_rst_n)
        r_error <= 1'b0;
    else
        r_error <= (r_counter > FIFODEPTH);
endmodule
module stream_asyn_fifo_write #(
    parameter                  ADDRWIDTH  = 6,
    parameter   [ADDRWIDTH:0]  FIFODEPTH  = 44,
    parameter   [ADDRWIDTH:0]  HEADSIZE   = 0,
    parameter   [ADDRWIDTH:0]  MINBIN2    = 0,
    parameter   [ADDRWIDTH:0]  MAXBIN2    = 7
) (
    input  wire                    w_clk    ,
    input  wire                    w_rst_n  ,
    input  wire [2:0]              w_ctrl   ,   
    input  wire [ADDRWIDTH:0]      r2w_ptr  ,
    output reg  [ADDRWIDTH-1:0]    wbin     ,
    output      [ADDRWIDTH:0]      wptr     ,
    output                         inc      ,
    output reg                     w_full   ,
    output reg  [ADDRWIDTH:0]      w_counter,
    output reg                     w_error
);
localparam [2:0]
NOP         = 3'd0,
WRITE       = 3'd1,
EOF_WITH_WRITE    = 3'd2,
EOF_WITHOUT_WRITE = 3'd3,
HEAD        = 3'd4,
FINAL_HEAD  = 3'd5,
DISCARD     = 3'd6;
wire [2:0] w_ctrl_t = ( w_ctrl == DISCARD ) ? DISCARD :
                        w_full ? NOP : w_ctrl ;
assign  inc_t = ( w_ctrl_t == WRITE || w_ctrl_t == EOF_WITH_WRITE ) ;
assign  inc   =   inc_t || (w_ctrl_t == HEAD) || (w_ctrl_t == FINAL_HEAD) ;
wire  withouthead  =  ( HEADSIZE == { (ADDRWIDTH+1){1'b0} } ) ;
wire eofww  =  ( w_ctrl_t == EOF_WITH_WRITE ) ;
reg  eofww_d ;
always @(posedge w_clk or negedge w_rst_n)
    if (!w_rst_n)
        eofww_d <= 1'b0 ;
    else
        eofww_d <= eofww ;
wire fdwoh   =  ( withouthead &&
                  ( eofww_d || w_ctrl_t == EOF_WITHOUT_WRITE )
                );
wire fdwhead =  ( !withouthead &&
                  ( eofww || w_ctrl_t == EOF_WITHOUT_WRITE )
                );
reg  [ADDRWIDTH:0]  wbin2, wbin2_prev;
wire [ADDRWIDTH:0]  wbnext  = (wbin2>=MINBIN2 && wbin2<MAXBIN2) ?
                              (wbin2 + 1'b1) : MINBIN2;
always @(posedge w_clk or negedge w_rst_n)
    if (!w_rst_n)
        wbin2 <= bin2add(MINBIN2);
    else if ( w_ctrl_t == DISCARD )      
        wbin2 <= bin2add(wbin2_prev);
    else if ( w_ctrl_t == FINAL_HEAD )   
        wbin2 <= bin2add(wbin2);
    else if ( inc_t )
        wbin2 <= wbnext;
reg  [ADDRWIDTH:0] wbin2_prev_t;
always @(posedge w_clk or negedge w_rst_n)
    if (!w_rst_n)
        wbin2_prev_t <= MINBIN2;
    else if ( eofww_d || w_ctrl_t == EOF_WITHOUT_WRITE )
        wbin2_prev_t <= wbin2;
always @(posedge w_clk or negedge w_rst_n)
    if (!w_rst_n)
        wbin2_prev <= MINBIN2;
    else if ( w_ctrl_t == FINAL_HEAD )   
        wbin2_prev <= ( eofww_d ? wbin2 : wbin2_prev_t ) ;
    else if ( fdwoh )                  
        wbin2_prev <= wbin2;
always @(posedge w_clk or negedge w_rst_n)
    if (!w_rst_n)
        wbin <= HEADSIZE;
    else if ( w_ctrl_t == DISCARD )            
        wbin <= bin2tobin( bin2add(wbin2_prev) );
    else if ( fdwhead )                      
        wbin <= bin2tobin(wbin2_prev);
    else if ( w_ctrl_t == EOF_WITHOUT_WRITE
             || w_ctrl_t == FINAL_HEAD )       
        wbin <= bin2tobin( bin2add(wbin2) );
    else if ( inc_t || w_ctrl_t == HEAD )      
        wbin <= (wbin >= MAXBIN2[ADDRWIDTH-1:0]) ? {ADDRWIDTH{1'b0}} : (wbin + 1'b1);
assign  wptr = wbin2_prev;
reg [ADDRWIDTH:0] r2w_bin;
always @(r2w_ptr)
begin: GrayToBin
    integer i;
    for (i=ADDRWIDTH; i>=0; i=i-1)
        r2w_bin[i] = ^(r2w_ptr>>i);
end
wire [ADDRWIDTH:0] distance = ( (wbin2 >= r2w_bin) ?
                                (wbin2  - r2w_bin) :
                                (wbin2  - r2w_bin - (MINBIN2<<1) )
                              ) +
                              ( w_ctrl_t == FINAL_HEAD ? HEADSIZE : inc_t );
always @(posedge w_clk or negedge w_rst_n)
    if (!w_rst_n)
        w_counter <= {(ADDRWIDTH+1){1'b0}};
    else
        w_counter <= distance;
always @(posedge w_clk or negedge w_rst_n)
    if (!w_rst_n)
        w_full <= 1'b0;
    else
        w_full <= (distance >= FIFODEPTH);
always @(posedge w_clk or negedge w_rst_n)
    if (!w_rst_n)
        w_error <= 1'b0;
    else
        w_error <= (w_counter > (FIFODEPTH + HEADSIZE) );
function [ADDRWIDTH-1:0] bin2tobin;
input [ADDRWIDTH:0] b2;
begin
    bin2tobin =  b2[ADDRWIDTH] ? b2[ADDRWIDTH-1:0] :
                (b2[ADDRWIDTH-1:0] - MINBIN2[ADDRWIDTH-1:0]);
end
endfunction
function [ADDRWIDTH:0] bin2add;
input [ADDRWIDTH:0] b2;
reg   [ADDRWIDTH:0] sum;
begin
    sum = b2 + HEADSIZE;
    if (sum >= b2 && sum <= MAXBIN2)
        bin2add = sum;
    else
        bin2add = sum + MINBIN2 + (~MAXBIN2);
end
endfunction
endmodule

==> results.cfg <==
; implementation run metrics
[final_timing]
setup_violations = 0
timing.setup.tns_ns = 0
slew_viol_final = 0
hold_viol = 0
skew_ns = 0.006949
worstMarginPinSlew_ns = 0.6908
slew_headroom = 0.5361

[die]
ios = 40
die_x_um = 122.2
fp_util = 0.4132
die-area_um2 = 14940
coreArea_um2 = 13990
die_y_um = 122.2
fp-row-count = 43

[cells_and_area]
drive_gt1_frac = 0.1435
fillers = 1302
layout-area-overhead-vs-synth_pct = 16.71
instances_no_fill = 828
mostFrequentLayoutCells = dfrtp_1, nor2_1, nand2_1
layout_top_cell = dfrtp_1
fin_util = 0.4823

[routing]
finalWirelength_um = 11850
vias_per_cell = 5.309
drt_pass1_iterations = 4
drc = 0
wl_per_cell_um = 14.31
drt_iter0_drc = 239
route.vias.total = 4396
antennaDiodeCount = 0
ant_nets = 0

[synth]
synth.avg_cell_area_um2 = 9.634
yosysUniqueCellTypes = 73
postSynthSeqShare = 0.4167
ys_area_um2 = 5781
async_flop_share = 1.000
ys.flops = 95
ys_cells = 600
synth_area_um2 = 5781
edf_count = 0
flop_cell = dfrtp_1
yosysWarnings = 5
synthCells = 600

[power_and_ir_drop]
clock_power_share = 0.148
p_per_area_nw_per_um2 = 872.4
p_int_mw = 3.458
pwr-share-seq = 0.265
vdd_drop_max_mv = 0.6092
comb_power_share = 0.587
swShare = 0.4125
switchingPower_mw = 2.428
p_leak_nw = 2.961

[global_route]
grt_pass1_vias = 4225
grt-ovfl-total = 0
track_usage = 0.1735
grt_first_pass_wirelength_um = 20240
antenna_found_initial = 0
grt_max_degree = 52

[setup_path]
required_ns = 4.57
crit_arrival_ns = 4.32
end_kind = register
critPathKind = reg -> reg
cp_max_fo = 3
cp-start-kind = register

[cts]
cts_tree = built
cts.sinks = 95
cts.clk_slew.worst_paths_ns = 0.06

[place]
dp.cells = 808
dp.final_hpwl_um = 8605
gp_congestion = 0.8863
port_buffers = 38

[job]
drv_cap = 0
warnings = 36

[outcome]
outcome = complete, no violations

[worst_hold_path]
hold_class = reg -> reg
-- cell families (layout without fill, tap and decap cells) --
kind of cell / count (synthesis) / in the layout / share of synthesized area
compound gates: 159 / 159 / 0.1875
xor+xnor: 60 / 60 / 0.09870
fa+ha+maj: 41 / 41 / 0.09134
buf+inv: 61 / 109 / 0.04264
flops: 95 / 95 / 0.4167
mux: 10 / 10 / 0.01883
simple gates: 174 / 174 / 0.1444
-- flip-flops by register name, summed over array words and instances, names as in the netlist, 4 cells and up --
name	flops
r2w_inst.buff	7
r2w_inst.dout	7
read_inst.r_counter	7
read_inst.rbin	4
read_inst.rbin2	7
read_inst.rptr	6
w2r_inst.buff	7
w2r_inst.dout	7
w2r_inst.state	4
write_inst.w_counter	7
write_inst.wbin	6
write_inst.wbin2	7
write_inst.wbin2_prev	7
write_inst.wbin2_prev_t	7
-- final timing paths --
path	from	end	slack, ns	depth (start not counted)
worst min-delay path	r2w_inst.buff[5]	r2w_inst.dout[5]	0.35	0
max in group asynchronous	w_rst_n	write_inst.wbin2_prev[6]	3.28	2
worst min register to register	r2w_inst.buff[5]	r2w_inst.dout[5]	0.35	0
worst max register to register	r2w_inst.dout[5]	write_inst.w_full	0.24	17
max in group clk0	w_ctrl[0]	w_ram_en	0.58	7
min in group clk0	write_inst.wbin2_prev[2]	w2r_inst.buff[2]	0.42	0
min in group asynchronous	r_rst_n	read_inst.r_counter[6]	0.66	2
worst max-delay path	r2w_inst.dout[5]	write_inst.w_full	0.24	17
-- per-layer routing --
layer	up-vias	global-route usage	routed length (um)
met1	2086	0.2721	5764
met4	0	0.01601	131
met3	12	0.02467	545
li1	2195	-	-
met5	-	0	0
met2	103	0.2739	5407
-- final cells by class --
cell class	count	area [um^2]	area share
multi-input combinational	444	3154	0.4675
clock inverter	4	73.82	0.01094
timing repair buffer	46	430.4	0.06380
clock buffer	12	277.8	0.04117
tap	180	225.2	0.03338
sequential	95	2409	0.3570
inverter	47	176.4	0.02615
-- per-stage QoR --
| step | hold slack, ns | power, mW | worst slack, ns | area (um^2) |
|---|---|---|---|---|
| floorplan | 0.3312 | 4.108 | 0.3078 | 5781 |
| global placement | 0.3349 | 4.849 | 0.1368 | 6336 |
| detailed placement | 0.3378 | 4.895 | 0.02816 | 6336 |
| CTS | 0.3523 | 5.820 | 0.04892 | 6695 |
| global route | 0.3555 | 6.439 | -0.02590 | 6746 |
| finish | 0.3491 | 5.886 | 0.2445 | 6746 |
-- worst max-delay path, cell delays in order (launching register included) --
cell	delay (ns)
dfrtp_1	0.39
xnor2_2	0.23
xor2_2	0.22
xor2_2	0.22
xor2_2	0.23
xor2_2	0.21
xnor2_1	0.09
ha_1	0.23
fa_2	0.37
nand2b_1	0.16
a21oi_2	0.21
xnor2_2	0.16
ha_1	0.28
or3_1	0.41
a221oi_2	0.25
a31oi_1	0.08
o2bb2ai_1	0.17
o2bb2ai_1	0.13
-- power by group through the flow --
stage	Sequential (mW)	Combinational [mW]	Clock, mW
4_1_cts	1.56	3.36	0.897
5_1_grt	1.61	3.91	0.927
6_report	1.56	3.46	0.873
-- cells in the mapped netlist (3+ instances only) --
cell / n / share of area
mux2_2: 7 / 0.014
a41oi_1: 4 / 0.0061
o22ai_1: 6 / 0.0065
nor4_1: 5 / 0.0054
o21ai_0: 45 / 0.039
o211ai_1: 3 / 0.0039
xor2_1: 20 / 0.030
xnor2_1: 34 / 0.052
dfstp_2: 25 / 0.11
nor2b_1: 4 / 0.0043
a21oi_1: 33 / 0.029
a21oi_2: 4 / 0.0061
nand2b_1: 4 / 0.0043
dfrtp_1: 70 / 0.30
nor2_1: 49 / 0.032
ha_1: 39 / 0.084
clkbuf_1: 8 / 0.0052
and2_1: 7 / 0.0076
nand4_1: 3 / 0.0032
a31oi_1: 6 / 0.0065
xor2_2: 5 / 0.014
a221oi_1: 3 / 0.0045
nand2_1: 49 / 0.032
and3_1: 6 / 0.0065
nor3b_1: 4 / 0.0052
nand3_1: 14 / 0.012
a21o_1: 13 / 0.017
inv_1: 45 / 0.029
or2_2: 5 / 0.0054
mux2i_1: 3 / 0.0052
a221o_1: 7 / 0.012
o21a_1: 4 / 0.0052
nor3_1: 12 / 0.010
-- repair_timing --
action | CTS | global route
pin swaps | 0 | 8
hold buffers | 0 | 0
setup buffers | 0 | 4
gates resized | 1 | 4
endpoints found under the setup margin | 1 | 3
Power figures rest on the tool's default switching activity, not on a simulated workload.
