## ./config.mk

```make
export PLATFORM = sky130hd
export DESIGN_NAME = asyn_fifo_controller
export DESIGN_NICKNAME = asyn_fifo_controller
export VERILOG_FILES = /design/flow/design.v
export SDC_FILE = /design/flow/constraint.sdc
export NUM_CORES = 4
export LEC_CHECK = 1
export CORE_UTILIZATION = 50
```

## ./design.v

```verilog
module LTZ_CDCB #(
    parameter                WIDTH   = 1,
    parameter  [WIDTH -1:0]  INITVAL = {WIDTH{1'b0}}
) (
    input                    rst_n ,
    input                    clk   ,
    input      [WIDTH -1:0]  din   ,
    output reg [WIDTH -1:0]  dout
);
reg  [WIDTH -1:0]  buff;
always @(posedge clk or negedge rst_n)
  if (!rst_n)
    {dout, buff} <= {INITVAL, INITVAL};
  else
    {dout, buff} <= {buff, din};
endmodule
module asyn_fifo_controller #(
    parameter                FWFTEN    = 1,   
    parameter                ADDRWIDTH = 6,
    parameter [ADDRWIDTH:0]  FIFODEPTH = 44   
) (
    input                        w_rst_n     ,
    input                        w_clk       ,
    input                        w_en        ,
    output                       w_full      ,
    output                       w_error     ,
    output  [ADDRWIDTH:0]        w_counter   ,
    input                        r_rst_n     ,
    input                        r_clk       ,
    input                        r_en        ,
    output                       r_valid     ,
    output                       r_error     ,
    output  [ADDRWIDTH:0]        r_counter   ,
    output  [ADDRWIDTH-1:0]      w_ram_addr  ,
    output                       w_ram_en    ,
    output  [ADDRWIDTH-1:0]      r_ram_addr  ,
    output                       r_ram_en
);
localparam [ADDRWIDTH:0] MINBIN2   = (1'b1<<ADDRWIDTH) - FIFODEPTH;
localparam [ADDRWIDTH:0] MINGRAY2  = (MINBIN2>>1) ^ MINBIN2;
localparam [ADDRWIDTH:0] MAXBIN2   = (1'b1<<ADDRWIDTH) + FIFODEPTH - 1'b1;
wire [ADDRWIDTH:0]    w2r_ptr ;
wire [ADDRWIDTH:0]    r2w_ptr ;
wire [ADDRWIDTH:0]    rptr    ;
wire [ADDRWIDTH:0]    wptr    ;
asyn_fifo_write  #(
    .ADDRWIDTH  ( ADDRWIDTH ),
    .FIFODEPTH  ( FIFODEPTH ),
    .MINBIN2    ( MINBIN2   ),
    .MAXBIN2    ( MAXBIN2   )
) write_inst (
    .w_clk      ( w_clk       ),
    .w_rst_n    ( w_rst_n     ),
    .w_en       ( w_en        ),
    .r2w_ptr    ( r2w_ptr     ),
    .wbin       ( w_ram_addr  ),
    .wptr       ( wptr        ),
    .inc        ( w_ram_en    ),
    .w_full     ( w_full      ),
    .w_error    ( w_error     ),
    .w_counter  ( w_counter   )
);
LTZ_CDCB  #(
    .WIDTH      ( ADDRWIDTH + 1 ),
    .INITVAL    ( MINGRAY2      )
) w2r_inst (
    .rst_n      ( r_rst_n  ),  
    .clk        ( r_clk    ),  
    .din        ( wptr     ),  
    .dout       ( w2r_ptr  )   
);  
asyn_fifo_read  #(
    .FWFTEN     ( FWFTEN    ),
    .ADDRWIDTH  ( ADDRWIDTH ),
    .FIFODEPTH  ( FIFODEPTH ),
    .MINBIN2    ( MINBIN2   ),
    .MAXBIN2    ( MAXBIN2   )
) read_inst (
    .r_clk      ( r_clk       ),
    .r_rst_n    ( r_rst_n     ),
    .r_en       ( r_en        ),
    .w2r_ptr    ( w2r_ptr     ),
    .rbin       ( r_ram_addr  ),
    .rptr       ( rptr        ),
    .inc        ( r_ram_en    ),
    .r_valid    ( r_valid     ),
    .r_error    ( r_error     ),
    .r_counter  ( r_counter   )
);
LTZ_CDCB  #(
    .WIDTH      ( ADDRWIDTH + 1 ),
    .INITVAL    ( MINGRAY2      )
) r2w_inst (
    .rst_n      ( w_rst_n  ),  
    .clk        ( w_clk    ),  
    .din        ( rptr     ),  
    .dout       ( r2w_ptr  )   
);  
endmodule
module asyn_fifo_read #(
    parameter                  FWFTEN    = 1,   
    parameter                  ADDRWIDTH = 6,
    parameter   [ADDRWIDTH:0]  FIFODEPTH = 44,
    parameter   [ADDRWIDTH:0]  MINBIN2   = 0,
    parameter   [ADDRWIDTH:0]  MAXBIN2   = 7
) (
    input  wire                    r_clk    ,
    input  wire                    r_rst_n  ,
    input  wire                    r_en     ,
    input  wire [ADDRWIDTH:0]      w2r_ptr  ,
    output reg  [ADDRWIDTH-1:0]    rbin     ,
    output reg  [ADDRWIDTH:0]      rptr     ,
    output                         inc      ,
    output reg                     r_valid  ,
    output reg  [ADDRWIDTH:0]      r_counter,
    output reg                     r_error
);
wire    zero = (r_counter == {(ADDRWIDTH+1){1'b0}} );
wire    fwft = FWFTEN ? (!r_valid && !zero) : 1'b0;
assign  inc  = (r_en && !zero) || fwft;
reg  [ADDRWIDTH:0]  rbin2;
wire [ADDRWIDTH:0]  rbnext = (rbin2>=MINBIN2 && rbin2<MAXBIN2) ?
                             (rbin2 + 1'b1) : MINBIN2;
always @(posedge r_clk or negedge r_rst_n)
    if (!r_rst_n)
        rbin2 <= MINBIN2;
    else if (inc)
        rbin2 <= rbnext;
always @(posedge r_clk or negedge r_rst_n)
    if (!r_rst_n)
        rbin <= {ADDRWIDTH{1'b0}};
    else if (inc)
        rbin <= rbnext[ADDRWIDTH] ? rbnext[ADDRWIDTH-1:0] :
                    (rbnext[ADDRWIDTH-1:0] - MINBIN2[ADDRWIDTH-1:0]);
wire [ADDRWIDTH:0]  rptr_gray = {1'b0,rbnext[ADDRWIDTH:1]} ^ rbnext;
always @(posedge r_clk or negedge r_rst_n)
    if (!r_rst_n)
        rptr <= (MINBIN2>>1) ^ MINBIN2;
    else if (inc)
        rptr <= rptr_gray;
reg [ADDRWIDTH:0] w2r_bin;
always @(w2r_ptr)
begin: GrayToBin
    integer i;
    for (i=ADDRWIDTH; i>=0; i=i-1)
        w2r_bin[i] = ^(w2r_ptr>>i);
end
wire [ADDRWIDTH:0] distance = ( (w2r_bin >= rbin2) ?
                                (w2r_bin  - rbin2) :
                                (w2r_bin  - rbin2 - (MINBIN2<<1) )
                              ) - inc;
always @(posedge r_clk or negedge r_rst_n)
    if (!r_rst_n)
        r_counter <= {(ADDRWIDTH+1){1'b0}};
    else
        r_counter <= distance;
always @(posedge r_clk or negedge r_rst_n)
    if (!r_rst_n)
        r_valid <= 1'b0;
    else if (r_en || fwft)
        r_valid <= !zero;
always @(posedge r_clk or negedge r_rst_n)
    if (!r_rst_n)
        r_error <= 1'b0;
    else
        r_error <= (r_counter > FIFODEPTH);
endmodule
module asyn_fifo_write #(
    parameter                  ADDRWIDTH = 6,
    parameter   [ADDRWIDTH:0]  FIFODEPTH = 44,
    parameter   [ADDRWIDTH:0]  MINBIN2   = 0,
    parameter   [ADDRWIDTH:0]  MAXBIN2   = 7
) (
    input  wire                    w_clk    ,
    input  wire                    w_rst_n  ,
    input  wire                    w_en     ,
    input  wire [ADDRWIDTH:0]      r2w_ptr  ,
    output reg  [ADDRWIDTH-1:0]    wbin     ,
    output reg  [ADDRWIDTH:0]      wptr     ,
    output                         inc      ,
    output reg                     w_full   ,
    output reg  [ADDRWIDTH:0]      w_counter,
    output reg                     w_error
);
assign  inc  = w_en && !w_full;
reg  [ADDRWIDTH:0]  wbin2;
wire [ADDRWIDTH:0]  wbnext = (wbin2>=MINBIN2 && wbin2<MAXBIN2) ?
                             (wbin2 + 1'b1) : MINBIN2;
always @(posedge w_clk or negedge w_rst_n)
    if (!w_rst_n)
        wbin2 <= MINBIN2;
    else if (inc)
        wbin2 <= wbnext;
always @(posedge w_clk or negedge w_rst_n)
    if (!w_rst_n)
        wbin <= {ADDRWIDTH{1'b0}};
    else if (inc)
        wbin <= wbnext[ADDRWIDTH] ? wbnext[ADDRWIDTH-1:0] :
                    (wbnext[ADDRWIDTH-1:0] - MINBIN2[ADDRWIDTH-1:0]);
wire [ADDRWIDTH:0]  wptr_gray = {1'b0,wbnext[ADDRWIDTH:1]} ^ wbnext;
always @(posedge w_clk or negedge w_rst_n)
    if (!w_rst_n)
        wptr <= (MINBIN2>>1) ^ MINBIN2;
    else if (inc)
        wptr <= wptr_gray;
reg [ADDRWIDTH:0] r2w_bin;
always @(r2w_ptr)
begin: GrayToBin
    integer i;
    for (i=ADDRWIDTH; i>=0; i=i-1)
        r2w_bin[i] = ^(r2w_ptr>>i);
end
wire [ADDRWIDTH:0] distance = ( (wbin2 >= r2w_bin) ?
                                (wbin2  - r2w_bin) :
                                (wbin2  - r2w_bin - (MINBIN2<<1) )
                              ) + inc;
always @(posedge w_clk or negedge w_rst_n)
    if (!w_rst_n)
        w_counter <= {(ADDRWIDTH+1){1'b0}};
    else
        w_counter <= distance;
always @(posedge w_clk or negedge w_rst_n)
    if (!w_rst_n)
        w_full <= 1'b0;
    else
        w_full <= (distance == FIFODEPTH);
always @(posedge w_clk or negedge w_rst_n)
    if (!w_rst_n)
        w_error <= 1'b0;
    else
        w_error <= (w_counter > FIFODEPTH);
endmodule
```

## ./constraint.sdc

```tcl
current_design asyn_fifo_controller

set clk_period 4.5
set clk_io_pct 0.2

create_clock -name clk0 -period $clk_period [get_ports {r_clk}]
create_clock -name clk1 -period $clk_period [get_ports {w_clk}]

set non_clock_inputs [all_inputs -no_clocks]
set_input_delay [expr $clk_period * $clk_io_pct] -clock clk0 $non_clock_inputs
set_output_delay [expr $clk_period * $clk_io_pct] -clock clk0 [all_outputs]
```

## ./run.sh

```bash
#!/bin/bash
# OpenROAD 26Q1-2900-gdf79404cd8, Yosys 0.63+post, stock flow scripts
make -C /OpenROAD-flow-scripts/flow DESIGN_CONFIG=/design/flow/config.mk WORK_HOME=/design/flow/orfs finish
```

==> metrics.csv <==
stage,metric,value,unit
outcome,status,"complete, no violations",
worst_setup_path,r2r setup slk,0.34,ns
synth,Netlist Area Pre-Place,4530,um^2
worst_setup_path,"Buf+Inv Stages, Crit Path",1,
global_route,grt ovf,0,
placement,Area after DPL,4990,um^2
clocking,"Reg clk slew, reported paths",0.07,ns
finish,fill count,734,
global_route,initial antenna violation count,0,
detailed_routing,DRT antenna net count,0,
final_timing,Worst-Margin Slew,0.815,ns
finish,ratio of cells with drive above 1 in the final layout,0.158,
finish,Layout Cells excl Fill,601,
synth,# Cells Yosys,450,
job,total of max-cap violations,0,
worst_setup_path,crit path kind,reg2reg,
floorplan,Die W,97.2,um
detailed_routing,# diodes,0,
final_timing,WHS,0.351,ns
worst_setup_path,Reg2Reg Depth,18,
final_timing,Fin. Hold Viols,0,
clocking,TritonCTS clock tree,yes,
floorplan,core area,8760,um^2
synth,synthesis area per yosys,4530,um^2
synth,warnings from Yosys,3,
worst_setup_path,peak fanout along the critical path,4,
final_timing,RSZ-0062 raised after global routing,no,
detailed_routing,DRC violations left,0,
finish,"Design Area, Final",5210,um^2
final_timing,Relative slew margins,0.453,
detailed_routing,mean routed wirelength per cell,14.3,um
worst_setup_path,peak per-stage delay on the critical path,0.43,ns
global_route,global-route wire length before repair,15300,um
min_path,WHS Path Cells,0,
synth,Post-synth ARST share,1.00,
global_route,largest net degree at the start of global routing,41,
worst_setup_path,crit path cell chain,xor2_1 > xnor2_1 > xor2_1 > xor2_1 > xor2_2 > xor2_1 > ha_1 > fa_1 > nor2b_1 > o21ai_0 > nand2b_1 > xor2_1 > inv_1 > ha_1 > nand3_1 > mux2_2 > a211oi_1 > xnor2_1,
min_path,HP Class,reg2reg,
synth,"Seq/Total Area, Yosys",0.450,
synth,synth unique cells,60,
worst_setup_path,"Top cell by count, worst path",xor2_1,
worst_setup_path,crit start category,flip-flop,
min_path,Hold Path Sink,w2r_inst.dout[0],
clocking,"Hold-fix buffers, CTS",0,
worst_setup_path,Top delay family on crit path,XOR/XNOR gates,
detailed_routing,Vias per Instance,5.42,
worst_setup_path,Critical Path Slowest Stage Cell,fa_1,
global_route,gr usage total,0.206,
global_route,vias in the first global route,3178,
placement,# port buffers,36,
floorplan,Initial Utilization,0.517,
placement,Final HPWL DP,6380,um
detailed_routing,Initial DRC Count,115,
finish,Area Growth Syn to Fin,14.9,%
floorplan,die area,9450,um^2
detailed_routing,final wirelength,8590,um
synth,"EDFF count, synth",0,
synth,Yosys reg bits,80,
worst_setup_path,WP data arrival,4.33,ns
detailed_routing,vias,3260,
floorplan,I/O Pins,38,
final_timing,endpoints failing setup,0,
min_path,Hold Crit Start,w2r_inst.buff[0],
floorplan,die y size,97.2,um
placement,RD Place Congestion,0.858,
worst_setup_path,CP required,4.67,ns
worst_setup_path,FF-to-FF End,read_inst.r_counter[6],
synth,syn avg cell area,10.1,um^2
final_timing,skew final,0.00890,ns
synth,Commonest flop,dfrtp_1,
floorplan,standard-cell row count,34,
detailed_routing,drt pass-1 iters,4,
job,tally of OpenROAD warnings,33,
worst_setup_path,RR Startpoint,w2r_inst.dout[6],
final_timing,fin. max-slew vios,0,
placement,placed instance count,585,
final_timing,setup TNS,0,ns
clocking,# clock sinks,80,
synth,Gate Count Post-Synth,450,
worst_setup_path,Setup crit end kind,flip-flop,
==> cell usage after synthesis, types with 3 or more instances <==
library cell,n,area [um^2]
dfrtp_1,52,1300
nand2_1,46,173
inv_1,33,124
ha_1,29,363
o21ai_0,29,145
dfstp_2,28,736
xnor2_1,26,228
xor2_1,25,219
nor2_1,24,90.1
a21oi_1,14,70.1
nand3_1,11,55.1
clkbuf_1,9,33.8
o31ai_1,8,60.1
a211oi_1,7,52.6
and3_1,7,43.8
or2_2,7,43.8
mux2_2,6,67.6
nand2b_1,6,37.5
nand4_1,6,37.5
a21o_1,5,37.5
nor3_1,5,25.0
buf_4,4,30.0
nor2b_1,4,25.0
o21a_1,4,30.0
o22ai_1,4,25.0
or3_1,4,25.0
a31oi_1,3,18.8
and2_1,3,18.8
mux2i_1,3,30.0
o211ai_1,3,22.5
==> worst max path at each step <==
stage	start	slack, ns	depth (start not counted)	endpoint
4_1_cts	w2r_inst.dout[6]	0.26	18	read_inst.r_counter[6]
5_1_grt	w2r_inst.dout[6]	0.01	18	read_inst.r_counter[6]
6_report	w2r_inst.dout[6]	0.34	18	read_inst.r_counter[6]
==> state kept, by name, summed over array words and instances, names as in the netlist <==
name	cells
write_inst.wbin2	7
read_inst.rptr	6
write_inst.w_error	1
write_inst.w_counter	7
read_inst.rbin	6
r2w_inst.buff	7
r2w_inst.dout	7
w2r_inst.dout	7
read_inst.r_valid	1
write_inst.w_full	1
write_inst.wptr	6
read_inst.r_error	1
w2r_inst.buff	7
read_inst.r_counter	7
read_inst.rbin2	5
write_inst.wbin	4
==> metrics by stage <==
stage	worst slack, ns	utilization
global placement	0.408	0.569
global route	0.0144	0.594
CTS	0.261	0.592
floorplan	0.551	-
finish	0.344	0.594
detailed placement	0.294	0.569
==> cell usage in the layout (no fill, tap or decap), drive strengths merged, types with 25 or more instances in the layout <==
cell type,n
inv,34
dfrtp,52
o21ai,29
xnor2,27
nand2,46
xor2,25
ha,29
nor2,25
clkdlybuf4s50,34
dfstp,28
==> metal layers <==
metal  GRT usage  part of all wire  routed length, um  up-vias
met4      0.0207             0.010                 87        0
met5           0                 0                  0        -
met3      0.0403             0.048                409       11
met2       0.300              0.45               3830       65
met1       0.348              0.50               4270     1545
li1            -                 -                  -     1639
==> logic make-up (layout without fill, tap and decap cells) <==
logic type,count (synthesis),after routing,share of synthesized area
AOI/OAI and AO/OA,95,95,0.142
xor gates and xnor gates,53,53,0.107
adders and majority gates,31,31,0.0889
buffers and inverters,49,92,0.0442
DFF,80,80,0.450
muxes,9,9,0.0215
and+or+nand+nor,133,133,0.146
==> layout make-up <==
cell class                      instances  area (um^2)  area share
Clock buffer                           10          138      0.0264
Clock inverter                          6         65.1      0.0125
Inverter                               34          128      0.0245
Multi-Input combinational cell        321         2310       0.443
Sequential cell                        80         2040       0.391
Tap cell                              108          135      0.0260
Timing Repair Buffer                   42          395      0.0759
==> repair_timing <==
action,CTS,global route
endpoints found under the setup margin,0,2
resized,0,2
buffers inserted,0,0
